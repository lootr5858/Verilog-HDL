==> design/flow/design.v <==
module MUX3to1 #(parameter	BITWIDTH = 32)	(
	input	wire	[BITWIDTH-1:0]		DI0,
	input	wire	[BITWIDTH-1:0]		DI1,
	input	wire	[BITWIDTH-1:0]		DI2,
	input	wire	[2:0]				SEL,
	output	wire	[BITWIDTH-1:0]		DO
);
	assign DO = ({ BITWIDTH {SEL[0]}} & DI0) |
				 ({ BITWIDTH {SEL[1]}} & DI1) |
				 ({ BITWIDTH {SEL[2]}} & DI2);
endmodule
module MUX4to1 #(parameter	BITWIDTH = 32)	(
	input	wire	[BITWIDTH-1:0]		DI0,
	input	wire	[BITWIDTH-1:0]		DI1,
	input	wire	[BITWIDTH-1:0]		DI2,
	input	wire	[BITWIDTH-1:0]		DI3,
	input	wire	[3:0]				SEL,
	output	wire	[BITWIDTH-1:0]		DO
);
	assign DO = ({ BITWIDTH {SEL[0]}} & DI0) |
				 ({ BITWIDTH {SEL[1]}} & DI1) |
				 ({ BITWIDTH {SEL[2]}} & DI2) |
				 ({ BITWIDTH {SEL[3]}} & DI3);
endmodule
module MUX5to1 #(parameter	BITWIDTH = 32)	(
	input	wire	[BITWIDTH-1:0]		DI0,
	input	wire	[BITWIDTH-1:0]		DI1,
	input	wire	[BITWIDTH-1:0]		DI2,
	input	wire	[BITWIDTH-1:0]		DI3,
	input	wire	[BITWIDTH-1:0]		DI4,
	input	wire	[4:0]				SEL,
	output	wire	[BITWIDTH-1:0]		DO
);
	assign DO = ({ BITWIDTH {SEL[0]}} & DI0) |
				 ({ BITWIDTH {SEL[1]}} & DI1) |
				 ({ BITWIDTH {SEL[2]}} & DI2) |
				 ({ BITWIDTH {SEL[3]}} & DI3) |
				 ({ BITWIDTH {SEL[4]}} & DI4);
endmodule
module MUX6to1 #(parameter	BITWIDTH = 32)	(
	input	wire	[BITWIDTH-1:0]		DI0,
	input	wire	[BITWIDTH-1:0]		DI1,
	input	wire	[BITWIDTH-1:0]		DI2,
	input	wire	[BITWIDTH-1:0]		DI3,
	input	wire	[BITWIDTH-1:0]		DI4,
	input	wire	[BITWIDTH-1:0]		DI5,
	input	wire	[5:0]				SEL,
	output	wire	[BITWIDTH-1:0]		DO
);
	assign DO = ({ BITWIDTH {SEL[0]}} & DI0) |
				 ({ BITWIDTH {SEL[1]}} & DI1) |
				 ({ BITWIDTH {SEL[2]}} & DI2) |
				 ({ BITWIDTH {SEL[3]}} & DI3) |
				 ({ BITWIDTH {SEL[4]}} & DI4) |
				 ({ BITWIDTH {SEL[5]}} & DI5);
endmodule
module MUX7to1 #(parameter	BITWIDTH = 32)	(
	input	wire	[BITWIDTH-1:0]		DI0,
	input	wire	[BITWIDTH-1:0]		DI1,
	input	wire	[BITWIDTH-1:0]		DI2,
	input	wire	[BITWIDTH-1:0]		DI3,
	input	wire	[BITWIDTH-1:0]		DI4,
	input	wire	[BITWIDTH-1:0]		DI5,
	input	wire	[BITWIDTH-1:0]		DI6,
	input	wire	[6:0]				SEL,
	output	wire	[BITWIDTH-1:0]		DO
);
	assign DO = ({ BITWIDTH {SEL[0]}} & DI0) |
				 ({ BITWIDTH {SEL[1]}} & DI1) |
				 ({ BITWIDTH {SEL[2]}} & DI2) |
				 ({ BITWIDTH {SEL[3]}} & DI3) |
				 ({ BITWIDTH {SEL[4]}} & DI4) |
				 ({ BITWIDTH {SEL[5]}} & DI5) |
				 ({ BITWIDTH {SEL[6]}} & DI6);
endmodule
module MUX8to1 #(parameter	BITWIDTH = 32)	(
	input	wire	[BITWIDTH-1:0]		DI0,
	input	wire	[BITWIDTH-1:0]		DI1,
	input	wire	[BITWIDTH-1:0]		DI2,
	input	wire	[BITWIDTH-1:0]		DI3,
	input	wire	[BITWIDTH-1:0]		DI4,
	input	wire	[BITWIDTH-1:0]		DI5,
	input	wire	[BITWIDTH-1:0]		DI6,
	input	wire	[BITWIDTH-1:0]		DI7,
	input	wire	[7:0]				SEL,
	output	wire	[BITWIDTH-1:0]		DO
);
	assign DO = ({ BITWIDTH {SEL[0]}} & DI0) |
				 ({ BITWIDTH {SEL[1]}} & DI1) |
				 ({ BITWIDTH {SEL[2]}} & DI2) |
				 ({ BITWIDTH {SEL[3]}} & DI3) |
				 ({ BITWIDTH {SEL[4]}} & DI4) |
				 ({ BITWIDTH {SEL[5]}} & DI5) |
				 ({ BITWIDTH {SEL[6]}} & DI6) |
				 ({ BITWIDTH {SEL[7]}} & DI7);
endmodule
module MUX9to1 #(parameter	BITWIDTH = 32)	(
	input	wire	[BITWIDTH-1:0]		DI0,
	input	wire	[BITWIDTH-1:0]		DI1,
	input	wire	[BITWIDTH-1:0]		DI2,
	input	wire	[BITWIDTH-1:0]		DI3,
	input	wire	[BITWIDTH-1:0]		DI4,
	input	wire	[BITWIDTH-1:0]		DI5,
	input	wire	[BITWIDTH-1:0]		DI6,
	input	wire	[BITWIDTH-1:0]		DI7,
	input	wire	[BITWIDTH-1:0]		DI8,
	input	wire	[8:0]				SEL,
	output	wire	[BITWIDTH-1:0]		DO
);
	assign DO = ({ BITWIDTH {SEL[0]}} & DI0) |
				 ({ BITWIDTH {SEL[1]}} & DI1) |
				 ({ BITWIDTH {SEL[2]}} & DI2) |
				 ({ BITWIDTH {SEL[3]}} & DI3) |
				 ({ BITWIDTH {SEL[4]}} & DI4) |
				 ({ BITWIDTH {SEL[5]}} & DI5) |
				 ({ BITWIDTH {SEL[6]}} & DI6) |
				 ({ BITWIDTH {SEL[7]}} & DI7) |
				 ({ BITWIDTH {SEL[8]}} & DI8);
endmodule
module MUX10to1 #(parameter	BITWIDTH = 32)	(
	input	wire	[BITWIDTH-1:0]		DI0,
	input	wire	[BITWIDTH-1:0]		DI1,
	input	wire	[BITWIDTH-1:0]		DI2,
	input	wire	[BITWIDTH-1:0]		DI3,
	input	wire	[BITWIDTH-1:0]		DI4,
	input	wire	[BITWIDTH-1:0]		DI5,
	input	wire	[BITWIDTH-1:0]		DI6,
	input	wire	[BITWIDTH-1:0]		DI7,
	input	wire	[BITWIDTH-1:0]		DI8,
	input	wire	[BITWIDTH-1:0]		DI9,
	input	wire	[9:0]				SEL,
	output	wire	[BITWIDTH-1:0]		DO
);
	assign DO = ({ BITWIDTH {SEL[0]}} & DI0) |
				 ({ BITWIDTH {SEL[1]}} & DI1) |
				 ({ BITWIDTH {SEL[2]}} & DI2) |
				 ({ BITWIDTH {SEL[3]}} & DI3) |
				 ({ BITWIDTH {SEL[4]}} & DI4) |
				 ({ BITWIDTH {SEL[5]}} & DI5) |
				 ({ BITWIDTH {SEL[6]}} & DI6) |
				 ({ BITWIDTH {SEL[7]}} & DI7) |
				 ({ BITWIDTH {SEL[8]}} & DI8) |
				 ({ BITWIDTH {SEL[9]}} & DI9);
endmodule
module MUX16to1 #(parameter BITWIDTH = 1)	(
	input	wire	[BITWIDTH-1:0]		DI0,
	input	wire	[BITWIDTH-1:0]		DI1,
	input	wire	[BITWIDTH-1:0]		DI2,
	input	wire	[BITWIDTH-1:0]		DI3,
	input	wire	[BITWIDTH-1:0]		DI4,
	input	wire	[BITWIDTH-1:0]		DI5,
	input	wire	[BITWIDTH-1:0]		DI6,
	input	wire	[BITWIDTH-1:0]		DI7,
	input	wire	[BITWIDTH-1:0]		DI8,
	input	wire	[BITWIDTH-1:0]		DI9,
	input	wire	[BITWIDTH-1:0]		DI10,
	input	wire	[BITWIDTH-1:0]		DI11,
	input	wire	[BITWIDTH-1:0]		DI12,
	input	wire	[BITWIDTH-1:0]		DI13,
	input	wire	[BITWIDTH-1:0]		DI14,
	input	wire	[BITWIDTH-1:0]		DI15,
	input	wire	[15:0]				SEL,
	output	wire	[BITWIDTH-1:0]		DO
);
	assign DO	= ({ BITWIDTH {SEL[0]}} & DI0)
				| ({ BITWIDTH {SEL[1]}} & DI1)
				| ({ BITWIDTH {SEL[2]}} & DI2)
				| ({ BITWIDTH {SEL[3]}} & DI3)
				| ({ BITWIDTH {SEL[4]}} & DI4)
				| ({ BITWIDTH {SEL[5]}} & DI5)
				| ({ BITWIDTH {SEL[6]}} & DI6)
				| ({ BITWIDTH {SEL[7]}} & DI7)
				| ({ BITWIDTH {SEL[8]}} & DI8)
				| ({ BITWIDTH {SEL[9]}} & DI9)
				| ({ BITWIDTH {SEL[10]}} & DI10)
				| ({ BITWIDTH {SEL[11]}} & DI11)
				| ({ BITWIDTH {SEL[12]}} & DI12)
				| ({ BITWIDTH {SEL[13]}} & DI13)
				| ({ BITWIDTH {SEL[14]}} & DI14)
				| ({ BITWIDTH {SEL[15]}} & DI15);
endmodule
==> design/flow/run.sh <==
#!/bin/bash
# OpenROAD 26Q1-2900-gdf79404cd8, Yosys 0.63+post, stock flow scripts
make -C /OpenROAD-flow-scripts/flow DESIGN_CONFIG=/design/flow/config.mk WORK_HOME=/design/flow/orfs finish
==> design/flow/config.mk <==
export PLATFORM = sky130hd
export DESIGN_NAME = MUX8to1
export DESIGN_NICKNAME = MUX8to1
export VERILOG_FILES = /design/flow/design.v
export SDC_FILE = /design/flow/constraint.sdc
export NUM_CORES = 4
export LEC_CHECK = 1
export CORE_AREA = 10 10 121 121
export DIE_AREA = 0 0 131 131
==> design/flow/constraint.sdc <==
current_design MUX8to1

set clk_period 1.0
set clk_io_pct 0.2

create_clock -name clk0 -period $clk_period

set non_clock_inputs [all_inputs -no_clocks]
set_input_delay [expr $clk_period * $clk_io_pct] -clock clk0 $non_clock_inputs
set_output_delay [expr $clk_period * $clk_io_pct] -clock clk0 [all_outputs]
==> impl_metrics.json <==
{
  "power.leakage_nw": 2.31,
  "core_mm2": 0.0121,
  "syn-cell-area_mm2": 0.00134,
  "crit_path_max_fanout": 1,
  "hold_viol": 0,
  "fp-row-count": 40,
  "grt.overflow.total": 0,
  "drt-initial-drc-count": 111,
  "path_cells": "clkdlybuf4s50_1, a22oi_1, nand4_1, buf_2",
  "hold_ws_ps": 734,
  "fin_ws_ps": -209,
  "post_cts_buffers": 0,
  "instances_no_fill": 663,
  "fin_crit_ps": 1210,
  "total_power_mw": 2.17,
  "critPathBufInv": 2,
  "drc": 0,
  "via_per_inst": 4.95,
  "yosys_cells": 184,
  "max_stage_delay_ps": 400,
  "setup-violations-final": 32,
  "grt_max_degree": 17,
  "die_w_um": 131,
  "crit_type": "in2out",
  "end_kind": "output pin",
  "comb_area_mm2": 0.00174,
  "crit_end": "DO[30]",
  "pre_cts_slack_ps": -1040,
  "finalClockPeriodUsage_pct": 121,
  "hpwl_mm": 11.7,
  "required_ps": 800,
  "syn2layout_area_growth_pct": 303,
  "maxSlewViolCount": 0,
  "cp.arrival_ps": 1010,
  "die_area_mm2": 0.0172,
  "die_h_um": 131,
  "grt_pass1_wl_mm": 24.3,
  "crit_family": "buffers and inverters",
  "synth_cells": 184,
  "portBuffers": 296,
  "wl_mm": 18.9,
  "start_kind": "input pin",
  "regArea_um2": 0,
  "drtAntennaViolNets": 0,
  "flops": 0,
  "holdBufCountCts": 0,
  "gr-usage-all-layers_pct": 19.7,
  "rsz0062_at_grt": "yes",
  "drive_above_1_share_pct": 39.0,
  "power_density_mw_per_mm2": 401,
  "firstDrtPassIters": 5,
  "max_slew_margin_pct": 85.0,
  "worstSetupStartpoint": "DI1[30]",
  "worst_ir_drop_vdd_mv": 0.212,
  "synth_warnings": 0,
  "violations": "setup timing",
  "critPathSlowestCell": "clkdlybuf4s50_1",
  "fmax_ghz": 0.827,
  "maxCapViolCount": 0,
  "syn_avg_cell_area_um2": 7.30,
  "synth_cell_type_count": 5,
  "grt_pass1_vias": 3533,
  "core_util_floorplan_pct": 11.1,
  "nClkBuffers": 0,
  "hold_path_class": "in2out",
  "num-fill-cells": 1191,
  "outcome": "finished, violations left",
  "io_pins": 296,
  "wl_per_cell_um": 28.5,
  "tool_warnings": 34,
  "vias": 3279,
  "yosys-stat-area_mm2": 0.00134,
  "dp_cells": 636,
  "hold-path-cell-count": 4,
  "place_congestion": 0.931,
  "critical_path_depth": 4,
  "tightest_slew_ps": 225,
  "antenna_found_initial": 3,
  "postSynthSeqShare_pct": 0
}
-- how the worst min path moves through the flow --
stage,start,end,slack (ps)
after CTS,DI7[13],DO[13],800
after global routing,DI5[30],DO[30],760
final,SEL[3],DO[2],730
-- metrics by stage --
step                instance area, um^2  TNS, ps  utilization (%)
floorplan                          1340        0                -
global placement                   4520   -28160             37.4
detailed placement                 4520   -28070             37.4
CTS                                5080    -3550             42.2
global route                       5420    -4360             44.9
finish                             5420    -3290             44.9
-- cells in the mapped netlist --
cell type  instances  area [um^2]
a22oi_1          127          953
buf_6              9          101
nand4_1           32          200
buf_2             15         75.1
a22oi_2            1         12.5
-- cells in the final DEF, fill, tap and decap left out, drive strengths merged --
master	instances
a22oi	128
buf	72
clkbuf	4
clkdlybuf4s15	4
clkdlybuf4s50	1
diode	3
dlygate4sd2	249
dlymetal6s2s	2
nand4	32
-- where the power goes --
part | internal, mW | switching [mW]
Combinational | 1.31 | 0.859
Clock | 0.000000402 | 0
Sequential | 0 | 0
Total | 1.31 | 0.859
-- logic make-up after synthesis --
logic type / count (synthesis) / share of synthesized area, %
buffers and inverters: 24 / 13.1
AND-OR/OR-AND: 128 / 71.9
AND/OR/NAND/NOR: 32 / 14.9
-- final cells by class --
type | instances | area share, %
Antenna cell | 3 | 0.139
Multi-Input combinational cell | 160 | 32.2
Tap cell | 168 | 3.88
Timing Repair Buffer | 332 | 63.8
-- layer usage --
metal,routed length [um],vias to the layer above,GRT usage [%],share of wire (%)
met3,1790,25,5.72,9.5
met1,6880,1572,22.3,36
met4,250,0,2.55,1.3
met2,9950,192,36.4,53
met5,0,-,0,0
li1,-,1490,-,-
-- timing repair --
item / 4_1_cts / 5_1_grt
setup endpoints to repair: 32 / 32
resized: 529 / 49
pin swaps: 160 / 82
gates cloned: 20 / 4
No activity file was given, so power comes from the tool's default toggle rates.
